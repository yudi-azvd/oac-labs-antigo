## ./config.mk

```make
export PLATFORM = sky130hd
export DESIGN_NAME = Registers
export DESIGN_NICKNAME = Registers
export VERILOG_FILES = /design/flow/design.v
export SDC_FILE = /design/flow/constraint.sdc
export NUM_CORES = 4
export LEC_CHECK = 1
export CORE_UTILIZATION = 40
```

## ./constraint.sdc

```tcl
current_design Registers

set clk_period 11.0
set clk_io_pct 0.2

create_clock -name clk0 -period $clk_period [get_ports {iCLK}]

set non_clock_inputs [all_inputs -no_clocks]
set_input_delay [expr $clk_period * $clk_io_pct] -clock clk0 $non_clock_inputs
set_output_delay [expr $clk_period * $clk_io_pct] -clock clk0 [all_outputs]
```

## ./design.v

```verilog
module Registers(
    input wire iCLK, iRST, iRegWrite, 
    input wire [4:0] iRs1, iRs2, iWriteRegister,
    input wire [31:0]iWriteData,
    output wire [31:0] oDado1,
    output wire [31:0] oDado2
);
reg [31:0] BR[31:0];
reg[5:0] i;
initial 
    begin
        for(i = 0; i <= 31; i = i + 1'b1)
            BR[i] = 32'd0;
    end
assign oDado1 = BR[iRs1];
assign oDado2 = BR[iRs2];
always @(posedge iCLK or posedge iRST)
begin
    if(iRST)
    begin
        for(i = 0; i <= 31; i = i + 1'b1)
            BR[i] <= 32'b0;
    end
    else
    begin
        i <= 6'b0;
        if(iRegWrite && (iWriteRegister != 5'b0))
            BR[iWriteRegister] <= iWriteData;
    end
end
endmodule
```

## ./run.sh

```bash
#!/bin/bash
# OpenROAD 26Q1-2900-gdf79404cd8, Yosys 0.63+post, stock flow scripts
make -C /OpenROAD-flow-scripts/flow DESIGN_CONFIG=/design/flow/config.mk WORK_HOME=/design/flow/orfs finish
```

==> ci_impl_report.md <==
## Implementation flow summary

| Metric | Value |
|---|---|
| Largest net degree at the start of global routing | `123` |
| Average instance area after synthesis | `11.7 sq um` |
| Final setup fails | `0` |
| Final Instance Area | `0.0586 sq mm` |
| Slack of the worst reg-to-reg path | `10.09 ns` |
| GR Util met1 | `0.542` |
| Part of the Yosys area used for sequential elements | `0.499` |
| Chip area | `0.130 sq mm` |
| Sink Count | `1024` |
| DRC | `0` |
| Die H | `360 microns` |
| Clock transition at the register clock pins on the worst setup and hold paths after CTS | `0.06 ns` |
| Layout Utilization | `0.460` |
| Detailed-route wire length per cell | `43.9 microns` |
| Distinct lib cells used | `66` |
| Transition at the pin with the smallest max-transition slack | `1.21 ns` |
| Crit path arrival time | `6.65 ns` |
| Ys cells | `4394` |
| Slew margin rel. | `0.187` |
| Pwr Density | `183 mW/mm^2` |
| Final HPWL DP | `166000 microns` |
| Reg-to-reg startpoint | `BR[27][28]` |
| Cell with the largest stage delay on the worst path | `clkdlybuf4s50_1` |
| Startpoint of the most critical hold path | `BR[0][25]` |
| Cell repeated most along the worst path | `clkdlybuf4s50_1` |
| Total detailed-routing wirelength | `271000 microns` |
| Number of global-route vias before repair | `43600` |
| EDFF count, synth | `0` |
| Final Power | `0.0107 W` |
| Floorplan-stage core utilization | `0.403` |
| Count of port buffers added during placement | `113` |
| Instance area at placement | `0.0548 sq mm` |
| Register bank with the most flops | `BR` |
| Category of the most critical setup path | `primary input to output port` |
| Antenna-violating nets left | `0` |
| Routing usage on met2 | `0.557` |
| Clock tree from TritonCTS | `yes` |
| Max Slew Vio Count | `0` |
| # rows | `131` |
| Length in cells of the worst reg-to-reg path | `1` |
| Nature of the critical path endpoint | `output port` |
| Worst slack at placement | `2.49 ns` |
| Endpoint of the worst-slack reg-to-reg timing path | `BR[27][28]` |
| Number of warning messages in the logs | `43` |
| WP data required | `8.80 ns` |
| Ys flop type | `dfrtp_1` |
| Core area | `0.128 sq mm` |
| Skew final | `0 ns` |
| Synthesis-to-finish area growth | `14.2%` |
| Fraction of layout instances using a drive strength above 1 | `0.338` |
| Number of antenna violations at the first check in global routing | `15` |
| Combined area of all synthesized cells | `0.0513 sq mm` |
| Mean number of vias per cell | `7.29` |
| Bufs on Longest Clock Path | `3` |
| Flops after synth | `1024` |
| Cell count after synthesis | `4394` |
| Unrepaired setup endpoints after global routing | `no` |
| Startpoint Class | `primary input` |
| First-pass GRT wire length | `366000 microns` |
| Number of maximum-capacitance constraint violations | `0` |
| Number of hold buffers added after cts | `0` |
| H-tree depth | `3` |
| Hold Crit Class | `flop to flop` |
| Biggest registers after layout | `BR (1024)` |
| Number of cells traversed by the worst hold path | `0` |
| Leakage component of the power | `25.4 nW` |
| Number of gates given a new drive strength after cts | `0` |
| Post-route worst setup slack | `2.15 ns` |
| Share of synthesized registers carrying an async set or reset | `1.00` |
| Endpoint with the worst hold slack | `BR[0][25]` |
| Root Buffer | `clkbuf_16` |
| Biggest fanout along the worst timing path | `22` |
| Total iterations of the first detailed-routing run | `7` |
| Fin Setup TNS | `0 ns` |
| Flip-flop count of the largest register, all copies and words added | `1024` |
| Die Span X | `360 microns` |
| Busiest layer in global routing | `met2` |
| IO Count | `114` |
| Peak per-stage delay on the critical path | `0.76 ns` |
| Outcome | `completed` |
| Tcrit/Tclk final | `0.805` |
| Clock period minus worst slack | `8.85 ns` |
| Insertion delay to the later sink of the worst-skew pair | `0.72 ns` |
| Achievable clock frequency | `113 MHz` |
| Cells along the critical path | `clkdlybuf4s50_1 > or2_1 > nor2_4 > buf_4 > a22oi_1 > nand2_1 > nor3_1 > a21oi_1 > clkdlybuf4s50_1` |
| Postcts setup bufs | `0` |
| Number of design-rule violations left by the first detailed-router iteration | `5809` |
| Gpl congestion | `1.06` |
| Vias | `44900` |
| Final Hold Violation Tally | `0` |
| Yosys synthesis chip area | `0.0513 sq mm` |
| Synth warnings | `2` |
| Met3 track demand over resource in global routing | `0.285` |
| Number of fillers in the final layout | `11700` |
| Grt total ovfl | `0` |
| Gr usage total | `0.430` |
| Number of clock buffers inserted by TritonCTS | `112` |
| Worst IR Drop VDD | `0.156 mV` |
[kinds of logic (layout without fill, tap and decap cells)]
| group | after synthesis | in the layout | share of synthesized area |
|---|---|---|---|
| AND-OR/OR-AND | 1077 | 1077 | 0.156 |
| buffers and inverters | 463 | 554 | 0.0406 |
| flip-flops | 1024 | 1024 | 0.499 |
| multiplexers | 1052 | 1052 | 0.230 |
| other | 0 | 21 | 0 |
| AND/OR/NAND/NOR | 778 | 778 | 0.0742 |
[how the worst max path moves through the flow]
stage	start	end	slack, ns	cells past startpoint
5_1_grt	iRs2[2]	oDado2[26]	2.29	11
4_1_cts	iRs2[2]	oDado2[26]	2.48	11
6_report	iRs1[4]	oDado1[11]	2.15	9
[synthesized netlist by cell type, types with 5 or more instances]
cell type,number,area [sq um]
o22ai_1,12,75.1
a222oi_1,22,220
nor2b_1,12,75.1
mux2_1,9,101
and3_1,15,93.8
a22oi_1,751,5640
a21oi_1,84,420
mux2i_1,45,450
buf_2,188,941
and2_1,7,43.8
inv_1,7,26.3
nand2b_1,21,131
buf_1,48,180
nor2_1,155,582
a31oi_1,21,131
nand3b_1,9,67.6
mux2_2,996,11200
o32a_1,14,140
or3b_1,6,52.6
nand2_1,252,946
buf_4,20,150
a2111oi_0,10,87.6
or3_1,8,50.1
a32oi_1,17,149
o21ai_0,30,150
a2bb2oi_1,9,78.8
nor3_1,55,275
dfrtp_1,1024,25600
a221o_1,5,50.1
a211oi_1,10,75.1
nor2_2,18,113
buf_6,5,56.3
a22o_1,35,307
clkbuf_1,195,732
nand4_1,101,632
nand3_1,52,260
nor4_1,35,219
a221oi_1,26,228
[stage by stage]
stage	hold slack, ns	std cells
after global routing	0.412	6153
after detailed placement	0.390	5942
after floorplan	0.451	4394
after global placement	0.388	5942
final	0.403	6168
after CTS	0.404	6147
[critical path, delay by kind of cell]
kind,cells,cell delay [ns]
compound gates,2,0.72
buf+inv,3,2.00
simple gates,4,1.59
[cell usage in the layout (no fill, tap or decap), types with 50 or more instances in the layout]
cell type / Yosys / layout
nor2_1: 155 / 103
clkdlybuf4s50_1: 0 / 106
clkbuf_16: 0 / 113
nor2_4: 4 / 71
nand2_1: 252 / 239
nor3_1: 55 / 52
nand3_1: 52 / 50
a22oi_1: 751 / 751
mux2_2: 996 / 996
buf_4: 20 / 226
nand4_1: 101 / 101
dfrtp_1: 1024 / 1024
a21oi_1: 84 / 84
[power by group]
part / leakage (nW) / switching (W) / total (W) / internal, W
Sequential: 13.1 / 0.000734 / 0.00521 / 0.00447
Combinational: 10.4 / 0.000742 / 0.00155 / 0.000804
Clock: 1.86 / 0.00163 / 0.00397 / 0.00233
[cell type report]
cell class | count | area (sq um) | area share
Antenna cell | 21 | 52.6 | 0.000896
Clock buffer | 160 | 3180 | 0.0543
Clock inverter | 45 | 617 | 0.0105
Inverter | 7 | 30.0 | 0.000512
Multi-Input combinational cell | 2907 | 24200 | 0.412
Sequential cell | 1024 | 25600 | 0.437
Tap cell | 1662 | 2080 | 0.0355
Timing Repair Buffer | 342 | 2870 | 0.0489
[layer usage]
metal,part of all wire,vias to the layer above
met3,0.17,1289
met5,0.0025,-
met2,0.39,4109
met1,0.35,22700
li1,-,16800
met4,0.077,31
No activity file was given, so power comes from the tool's default toggle rates.
