## design/flow/config.mk

```make
export PLATFORM = sky130hd
export DESIGN_NAME = MemDados
export DESIGN_NICKNAME = MemDados
export VERILOG_FILES = /design/flow/design.v
export SDC_FILE = /design/flow/constraint.sdc
export NUM_CORES = 4
export LEC_CHECK = 1
export CORE_UTILIZATION = 40
export SYNTH_MEMORY_MAX_BITS = 65536
```

## design/flow/design.v

```verilog
module MemDados(
	input wire iCLK,
	input [8:0] iEnd,
	input [31:0] iDadoEscrita,
	input wire iEscMem, iLeMem,
	output [31:0] oDado,
	output [31:0] oDebug
);
reg [31:0] BancoMem[0:255];
reg [8:0] i;	 
initial 
begin
	for(i = 0; i <= 255; i = i + 1'b1)
		BancoMem[i] = 32'b0;
end
always @(*)
begin
	if(iLeMem)
		oDado = BancoMem[iEnd];
end
always @(posedge iCLK)
begin
	if(iEscMem)
	begin
		BancoMem[iEnd] <= iDadoEscrita;
		oDebug <= iDadoEscrita;
	end
end
endmodule 
```

## design/flow/run.sh

```bash
#!/bin/bash
# OpenROAD 26Q1-2900-gdf79404cd8, Yosys 0.63+post, stock flow scripts
make -C /OpenROAD-flow-scripts/flow DESIGN_CONFIG=/design/flow/config.mk WORK_HOME=/design/flow/orfs finish
```

## design/flow/constraint.sdc

```tcl
current_design MemDados

set clk_period 66.6
set clk_io_pct 0.2

create_clock -name clk0 -period $clk_period [get_ports {iCLK}]

set non_clock_inputs [all_inputs -no_clocks]
set_input_delay [expr $clk_period * $clk_io_pct] -clock clk0 $non_clock_inputs
set_output_delay [expr $clk_period * $clk_io_pct] -clock clk0 [all_outputs]
```

==> results.sh <==
# source this file to load flow results
export IMPL_grt_pass1_vias=159000
export IMPL_setup_viol=0
export IMPL_met3WireLength_um=161000
export IMPL_core_area_um2=770000
export IMPL_finalClockPeriodUsage_pct=25.4
export IMPL_ys_warn_count=3
export IMPL_drc=0
export IMPL_critPathKind="input port to register"
export IMPL_cts_max_level=6
export IMPL_maxCapViolations=0
export IMPL_dr_max_layer_used="met5"
export IMPL_dp_hpwl_um=516000
export IMPL_drtAntennaViolNets=0
export IMPL_seq_power_share_pct=53.7
export IMPL_drive_above_1_share_pct=29.5
export IMPL_ctsLongestPathBuffers=4
export IMPL_cts_clk_slew_worst_paths_ns=0.06
export IMPL_ys_sh_mux_pct=14.9
export IMPL_synthToLayoutAreaGrowth_pct=14.6
export IMPL_fin_area_um2=355000
export IMPL_tightest_slew_ns=1.34
export IMPL_pwr_share_clk_pct=41.3
export IMPL_yosys_area_um2=310000
export IMPL_power_density_nw_per_um2=30.0
export IMPL_drtIter0Drc=10600
export IMPL_cp_required_ns=67.49
export IMPL_synth_adder_area_share_pct=0
export IMPL_p_leak_uw=0.108
export IMPL_hold_viol_final=0
export IMPL_finalSetupTns_ns=0
export IMPL_num_rows=322
export IMPL_drt_pre_antenna_iters=7
export IMPL_ir_drop_mv=0.0328
export IMPL_unconstrained_endpoints=64
export IMPL_common_cells="edfxtp_1 (8,224), mux4_2 (2,048), a22oi_1 (1,024), a21oi_1 (512), clkbuf_1 (498)"
export IMPL_cp_arrival_ns=17.82
export IMPL_gp_congestion=0.941
export IMPL_relSlewSlack_pct=9.49
export IMPL_async_flop_share_pct=0
export IMPL_track_usage_pct=24.5
export IMPL_cp_max_fo=49
export IMPL_fmax_mhz=59.1
export IMPL_die_area_um2=778000
export IMPL_period_minus_slack_ns=16.93
export IMPL_synthFlopType="edfxtp_1"
export IMPL_viasPerCell=5.77
export IMPL_cts_buffers=810
export IMPL_cts_setup_buffers=0
export IMPL_hp_class="input port to register"
export IMPL_utilization_pct=46.1
export IMPL_simple_gate_share_pct=0.487
export IMPL_overflow=0
export IMPL_yosysMostFrequentCell="edfxtp_1"
export IMPL_wl_per_cell_um=34.3
export IMPL_cts_tree="done"
export IMPL_cts_root_buf="clkbuf_16"
export IMPL_io_buffers=106
export IMPL_grt_max_degree=105
export IMPL_setup_worst_path_end_class="register"
export IMPL_io_pins=108
export IMPL_synth_area_per_cell_um2=23.6
export IMPL_unclocked_regs=32
export IMPL_p_switching_uw=2320
export IMPL_min_path_cells=1
export IMPL_slew_violations=0
export IMPL_num_vias=144000
export IMPL_ys_top_logic_family="multiplexers"
export IMPL_cts_repair_resize_count=0
export IMPL_tool_warnings=35
export IMPL_syn_area_um2=310000
export IMPL_cp_start_kind="input port"
export IMPL_internal_power_uw=8330
export IMPL_power_share_switching_pct=21.8
export IMPL_largest_area_cell="edfxtp_1"
export IMPL_wl_um=857000
export IMPL_antenna_found_initial=43
export IMPL_initCoreUtil_pct=40.2
export IMPL_ys_sh_xor_pct=0
export IMPL_area_leaders="edfxtp_1 (80%), mux4_2 (15%), a22oi_1 (2.5%)"
export IMPL_power_frac_comb_pct=5.0
export IMPL_nFillCells=61900
export IMPL_rsz0062_at_grt="no"
export IMPL_grt_pass1_wl_um=1200000
export IMPL_netlist_area_leader_share_pct=79.7
export IMPL_synthCells=13100
export IMPL_die_w_um=882
export IMPL_ys_seq_elements=8256
export IMPL_dr_wl_met2_um=396000
export IMPL_synth_distinct_cells=22
export IMPL_hold_ws_ns=12.47
export IMPL_synth_compound_area_share_pct=3.67
export IMPL_fp_dieH_um=882
export IMPL_ys_cells=13100
export IMPL_status="finished, final reports clean"
export IMPL_placed_area_um2=329000
export IMPL_hold_buffers=0
export IMPL_synth_edff_count=8224
export IMPL_met1_length_um=252000
-- critical path, cell delays in order --
cell and delay [ns]:
clkdlybuf4s50_1 0.91, nor2b_4 0.51, buf_4 0.61, buf_4 0.68, nand2_1 0.62, nor2_4 0.71
buf_4 0.39
-- flip-flops by register name (all words and copies together) (netlist names) --
name	cells
BancoMem	8192
oDebug	32
oDado	32
-- path summary, 6_finish.rpt --
check | from | endpoint | slack [ns]
worst min-delay path | iDadoEscrita[11] | BancoMem[70][11]$_DFFE_PP_ | 12.47
worst max-delay path | iEnd[2] | BancoMem[182][27]$_DFFE_PP_ | 49.67
-- per-layer routing --
metal,vias up,track usage (%)
met2,9003,34.8
met3,1465,20.3
li1,59100,-
met1,74400,27.4
met4,65,9.24
met5,-,2.35
-- power by group through the flow --
stage	clock, uW	sequential, uW	combinational [uW]
4_1_cts	4470	5710	536
5_1_grt	4660	5710	565
6_report	4400	5710	532
-- cell usage in the layout, fill, tap and decap left out, types with 2 or more instances in the layout --
cell type	count
clkinv_8	12
nor2b_4	4
clkinv_1	201
clkinv_4	4
mux4_2	2048
nand3_1	5
a22oi_1	1024
a21oi_1	512
clkdlybuf4s50_1	70
o41ai_1	39
nand2_1	12
nand2_4	8
nand2b_1	4
nand2b_4	2
nand2_2	8
nor2_1	4
buf_8	32
edfxtp_1	8224
inv_8	2
clkbuf_1	220
buf_12	13
buf_4	783
dlxtp_1	32
clkinvlp_4	13
nor3_2	30
o41ai_2	85
diode_2	33
bufinv_16	48
nand4_1	32
buf_16	2
clkinv_2	127
nand3_4	8
clkbuf_16	816
inv_6	18
nor2_4	228
inv_16	11
clkinv_16	23
nor2b_2	2
o41ai_4	4
-- metrics by stage --
stage               cells  setup slack (ns)  power, uW
global route        24900             49.65      10900
CTS                 24900             49.77      10700
floorplan           13100             49.40       6060
finish              25000             49.67      10600
detailed placement  23400             48.50       6360
global placement    23400             48.59       6350
-- area by class of cell --
type | count | area (um^2) | area share, %
inverters | 1 | 3.75 | 0.00106
multi-input cells | 4066 | 61800 | 17.4
repair buffers | 901 | 7380 | 2.08
well taps | 10200 | 12800 | 3.60
flip-flops and latches | 8256 | 247000 | 69.7
clock buffers | 1036 | 21200 | 5.98
diodes | 33 | 82.6 | 0.0233
clock inverters | 459 | 4250 | 1.20
-- cell families (layout without fill, tap and decap cells) --
group	count (synthesis)	in the layout
and+or+nand+nor	354	354
muxes	2048	2048
buffers and inverters	797	2397
other	0	33
AOI/OAI and AO/OA	1664	1664
DFF	8224	8224
latches	32	32
Power and IR drop assume default switching activity.
