## ./config.mk

```make
export PLATFORM = sky130hd
export DESIGN_NAME = ALU
export DESIGN_NICKNAME = ALU
export VERILOG_FILES = /design/flow/design.v
export SDC_FILE = /design/flow/constraint.sdc
export NUM_CORES = 4
export LEC_CHECK = 1
export CORE_UTILIZATION = 40
```

## ./constraint.sdc

```tcl
current_design ALU

set clk_period 14.4
set clk_io_pct 0.2

create_clock -name clk0 -period $clk_period

set non_clock_inputs [all_inputs -no_clocks]
set_input_delay [expr $clk_period * $clk_io_pct] -clock clk0 $non_clock_inputs
set_output_delay [expr $clk_period * $clk_io_pct] -clock clk0 [all_outputs]
```

## ./design.v

```verilog
parameter
    ON          = 1'b1,
    OFF         = 1'b0,
    ZERO        = 32'h00000000,	 
	OPAND		= 5'd0,
	OPOR		= 5'd1,
	OPXOR		= 5'd2,
	OPADD		= 5'd3,
	OPSUB		= 5'd4,
	OPSLT		= 5'd5,
	OPSLTU	= 5'd6,
	OPSLL		= 5'd7,
	OPSRL		= 5'd8,
	OPSRA		= 5'd9,
	OPLUI		= 5'd10,
	OPMUL		= 5'd11,
	OPMULH	= 5'd12,
	OPMULHU	= 5'd13,
	OPMULHSU	= 5'd14,
	OPDIV		= 5'd15,
	OPDIVU	= 5'd16,
	OPREM		= 5'd17,
	OPREMU	= 5'd18,
	OPNULL	= 5'd31,  
	FOPADD      = 5'd0,
	FOPSUB      = 5'd1,
	FOPMUL      = 5'd2,
	FOPDIV      = 5'd3,
	FOPSQRT     = 5'd4,
	FOPABS      = 5'd5,
	FOPCEQ      = 5'd6,
	FOPCLT      = 5'd7,
	FOPCLE      = 5'd8,
	FOPCVTSW    = 5'd9,
	FOPCVTWS    = 5'd10,		
	FOPMV       = 5'd11,
	FOPSGNJ     = 5'd12,
	FOPSGNJN    = 5'd13,
	FOPSGNJX    = 5'd14,
	FOPMAX      = 5'd15,
	FOPMIN      = 5'd16,
	FOPCVTSWU   = 5'd17,
	FOPCVTWUS   = 5'd18,
	FOPNULL		= 5'd31,  
	OPC_LOAD       	= 7'b0000011,
	OPC_OPIMM     		= 7'b0010011,
	OPC_AUIPC      	= 7'b0010111,
	OPC_STORE      	= 7'b0100011,
	OPC_RTYPE    		= 7'b0110011,
	OPC_LUI       	 	= 7'b0110111,
	OPC_BRANCH     	= 7'b1100011,
	OPC_JALR       	= 7'b1100111,
	OPC_JAL        	= 7'b1101111,
	OPC_SYS				= 7'b1110111,
	OPC_URET				= 7'b1110011,
	OPC_FRTYPE        = 7'b1010011,
	OPC_FLOAD         = 7'b0000111,
	OPC_FSTORE        = 7'b0100111,	
	OPC_SYSTEM		  = 7'b1110011,
	FUNCT7_ADD			 = 7'b0000000,
   FUNCT7_SUB         = 7'b0100000,
	FUNCT7_SLL			 = 7'b0000000,
	FUNCT7_SLT			 = 7'b0000000,
	FUNCT7_SLTU			 = 7'b0000000,
	FUNCT7_XOR			 = 7'b0000000,
   FUNCT7_SRL         = 7'b0000000,
	FUNCT7_SRA         = 7'b0100000,
	FUNCT7_OR			 = 7'b0000000,
	FUNCT7_AND			 = 7'b0000000,
	FUNCT7_MULDIV	    = 7'b0000001,
	FUNCT7_FADD_S		 = 7'b0000000,
	FUNCT7_FSUB_S      = 7'b0000100,
	FUNCT7_FMUL_S      = 7'b0001000,
	FUNCT7_FDIV_S      = 7'b0001100,
	FUNCT7_FSQRT_S     = 7'b0101100,
	FUNCT7_FCVT_S_W_WU = 7'b1101000,
	FUNCT7_FCVT_W_WU_S = 7'b1100000,
	FUNCT7_FMV_S_X     = 7'b1111000,
	FUNCT7_FMV_X_S     = 7'b1110000,
	FUNCT7_FCOMPARE    = 7'b1010000,
	FUNCT7_FSIGN_INJECT= 7'b0010000,
	FUNCT7_MAX_MIN_S   = 7'b0010100,
	FUNCT3_LB			= 3'b000,
	FUNCT3_LH			= 3'b001,
	FUNCT3_LW			= 3'b010,
	FUNCT3_LBU			= 3'b100,
	FUNCT3_LHU			= 3'b101,
	FUNCT3_SB			= 3'b000,
	FUNCT3_SH			= 3'b001,
	FUNCT3_SW			= 3'b010,	
	FUNCT3_ADD			= 3'b000,
	FUNCT3_SUB			= 3'b000,
	FUNCT3_SLL			= 3'b001,
	FUNCT3_SLT			= 3'b010,
	FUNCT3_SLTU			= 3'b011,
	FUNCT3_XOR			= 3'b100,
	FUNCT3_SRL			= 3'b101,
	FUNCT3_SRA			= 3'b101,
	FUNCT3_OR			= 3'b110,
	FUNCT3_AND			= 3'b111,
	FUNCT3_BEQ			= 3'b000,
	FUNCT3_BNE			= 3'b001,
	FUNCT3_BLT			= 3'b100,
	FUNCT3_BGE			= 3'b101,
	FUNCT3_BLTU			= 3'b110,
	FUNCT3_BGEU			= 3'b111,
	FUNCT3_JALR			= 3'b000,
	FUNCT3_PRIV			= 3'b000,
	FUNCT3_CSRRW      = 3'b001,
	FUNCT3_CSRRS      = 3'b010,
	FUNCT3_CSRRC      = 3'b011,
	FUNCT3_CSRRWI     = 3'b101,
	FUNCT3_CSRRSI     = 3'b110,
	FUNCT3_CSRRCI     = 3'b111,
	FUNCT3_MUL			= 3'b000,
	FUNCT3_MULH			= 3'b001,
	FUNCT3_MULHSU		= 3'b010,
	FUNCT3_MULHU		= 3'b011,
	FUNCT3_DIV			= 3'b100,
	FUNCT3_DIVU			= 3'b101,
	FUNCT3_REM			= 3'b110,
	FUNCT3_REMU			= 3'b111,
	FUNCT3_FMV_S_X    = 3'b000,
	FUNCT3_FMV_X_S    = 3'b000,
	FUNCT3_FEQ_S      = 3'b010,
	FUNCT3_FLE_S      = 3'b000,
	FUNCT3_FLT_S      = 3'b001,
	FUNCT3_FSGNJ_S    = 3'b000,
	FUNCT3_FSGNJN_S   = 3'b001,
	FUNCT3_FSGNJX_S   = 3'b010,
	FUNCT3_FMAX_S     = 3'b001,
	FUNCT3_FMIN_S     = 3'b000,
	FUNCT3_FLW        = 3'b010,
	FUNCT3_FSW        = 3'b010,	
	FUNCT12_ECALL		= 12'b000000000000,
	FUNCT12_EBREAK    = 12'b000000000001,
	FUNCT12_URET		= 12'b000000000010,
	RS2_FCVT_S_W      = 5'b00000,
	RS2_FCVT_S_WU     = 5'b00001,
	RS2_FCVT_W_S      = 5'b00000,
	RS2_FCVT_WU_S     = 5'b00001,
    BEGINNING_TEXT      = 32'h0040_0000,
	 TEXT_WIDTH				= 14+2,					 
    END_TEXT            = (BEGINNING_TEXT + 2**TEXT_WIDTH) - 1,	 
    BEGINNING_DATA      = 32'h1001_0000,
	 DATA_WIDTH				= 15+2,					 
    END_DATA            = (BEGINNING_DATA + 2**DATA_WIDTH) - 1,	 
	 STACK_ADDRESS       = END_DATA-3,
    BEGINNING_IODEVICES         = 32'hFF00_0000,
    BEGINNING_VGA0              = 32'hFF00_0000,
    END_VGA0                    = 32'hFF01_2C00,   
    BEGINNING_VGA1              = 32'hFF10_0000,
    END_VGA1                    = 32'hFF11_2C00,   
	 FRAMESELECT					  = 32'hFF20_0604,   
	 KDMMIO_CTRL_ADDRESS		     = 32'hFF20_0000,	 
	 KDMMIO_DATA_ADDRESS		  	  = 32'hFF20_0004,
	 BUFFER0_TECLADO_ADDRESS     = 32'hFF20_0100,
    BUFFER1_TECLADO_ADDRESS     = 32'hFF20_0104,
    TECLADOxMOUSE_ADDRESS       = 32'hFF20_0110,
    BUFFERMOUSE_ADDRESS         = 32'hFF20_0114,
	 RS232_READ_ADDRESS          = 32'hFF20_0120,
    RS232_WRITE_ADDRESS         = 32'hFF20_0121,
    RS232_CONTROL_ADDRESS       = 32'hFF20_0122,
	 AUDIO_INL_ADDRESS           = 32'hFF20_0160,
    AUDIO_INR_ADDRESS           = 32'hFF20_0164,
    AUDIO_OUTL_ADDRESS          = 32'hFF20_0168,
    AUDIO_OUTR_ADDRESS          = 32'hFF20_016C,
    AUDIO_CTRL1_ADDRESS         = 32'hFF20_0170,
    AUDIO_CRTL2_ADDRESS         = 32'hFF20_0174,
    NOTE_SYSCALL_ADDRESS        = 32'hFF20_0178,
    NOTE_CLOCK                  = 32'hFF20_017C,
    NOTE_MELODY                 = 32'hFF20_0180,
    MUSIC_TEMPO_ADDRESS         = 32'hFF20_0184,
    MUSIC_ADDRESS               = 32'hFF20_0188,       
    PAUSE_ADDRESS               = 32'hFF20_018C,
	 ADC_CH0_ADDRESS				 = 32'hFF20_0200,
	 ADC_CH1_ADDRESS				 = 32'hFF20_0204,
	 ADC_CH2_ADDRESS				 = 32'hFF20_0208,
	 ADC_CH3_ADDRESS				 = 32'hFF20_020C,
	 ADC_CH4_ADDRESS				 = 32'hFF20_0210,
	 ADC_CH5_ADDRESS				 = 32'hFF20_0214,
	 ADC_CH6_ADDRESS				 = 32'hFF20_0218,
	 ADC_CH7_ADDRESS				 = 32'hFF20_021C,
	 IRDA_DECODER_ADDRESS		 = 32'hFF20_0500,
	 IRDA_CONTROL_ADDRESS       = 32'hFF20_0504, 	 	 
	 IRDA_READ_ADDRESS          = 32'hFF20_0508,		 	 
    IRDA_WRITE_ADDRESS         = 32'hFF20_050C,		 	 
	 STOPWATCH_ADDRESS			 = 32'hFF20_0510,	 		 
	 LFSR_ADDRESS					 = 32'hFF20_0514,			 
	 KEYMAP0_ADDRESS				 = 32'hFF20_0520,			 
	 KEYMAP1_ADDRESS				 = 32'hFF20_0524,
	 KEYMAP2_ADDRESS				 = 32'hFF20_0528,
	 KEYMAP3_ADDRESS				 = 32'hFF20_052C,
	 BREAK_ADDRESS					 = 32'hFF20_0600,  	   
   ST_FETCH       	= 6'd00,
   ST_FETCH1      	= 6'd01,
   ST_DECODE      	= 6'd02,
	ST_LWSW				= 6'd03,
	ST_SW					= 6'd04,
	ST_SW1				= 6'd05,
	ST_LW					= 6'd06,
	ST_LW1				= 6'd07,
	ST_LW2				= 6'd08,
	ST_RTYPE				= 6'd09,
	ST_ULAREGWRITE		= 6'd10,
	ST_BRANCH			= 6'd11,
	ST_JAL				= 6'd12,
	ST_IMMTYPE			= 6'd13,
	ST_JALR				= 6'd14,
	ST_AUIPC				= 6'd15,
	ST_LUI				= 6'd16,
	ST_DIVREM			= 6'd19,
	ST_FRTYPE        	= 6'd20,  
	ST_FLW           	= 6'd21,  
	ST_FLW1          	= 6'd22,
	ST_FLW2          	= 6'd23,
	ST_FSW           	= 6'd24,
	ST_FSW1          	= 6'd25,
	ST_FPALUREGWRITE 	= 6'd26,
	ST_FPSTART       	= 6'd27,  
	ST_FPWAIT		  	= 6'd28, 
	ST_SYSTEM				= 6'd29,
	ST_ECALL 			= 6'd31,	 
	ST_EBREAK 			= 6'd32,	 
	ST_URET 				= 6'd33,	 
	ST_CSRREND 			= 6'd34,
	ST_ERRO        	= 6'd63,  
	NIFID  = 96,
	NIDEX  = 360, 
	NEXMEM = 271, 
	NMEMWB = 326,
	NTYPE = 14;
module ALU (
	input signed [31:0] iA, 
	input signed [31:0] iB,
	output logic [31:0] oResult
	);
	wire [4:0] iControl=OPMUL;		 
wire [63:0] mul, mulu, mulsu;
assign mul 	= iA * iB;
assign mulu = $unsigned(iA) * $unsigned(iB);
assign mulsu= $signed(iA) * $unsigned(iB);
always @(*)
begin
    case (iControl)
		OPAND:
			oResult  <= iA & iB;
		OPOR:
			oResult  <= iA | iB;
		OPXOR:
			oResult  <= iA ^ iB;
		OPADD:
			oResult  <= iA + iB;
		OPSUB:
			oResult  <= iA - iB;
		OPSLT:
			oResult  <= iA < iB;
		OPSLTU:
			oResult  <= $unsigned(iA) < $unsigned(iB);
		OPSLL:
			oResult  <= iA << iB[4:0];
		OPSRL:
			oResult  <= iA >> iB[4:0];
		OPSRA:
			oResult  <= iA >>> iB[4:0];
		OPLUI:
			oResult  <= iB;
		OPMUL:
			oResult  <= mul[31:0];
		OPMULH:
			oResult  <= mul[63:32];
		OPMULHU:
			oResult  <= mulu[63:32];
		OPMULHSU:
			oResult  <= mulsu[63:32];
		OPDIV:
			oResult  <= iA / iB;
		OPDIVU:
			oResult  <= $unsigned(iA) / $unsigned(iB);
		OPREM:
			oResult  <= iA % iB;
		OPREMU:
			oResult  <= $unsigned(iA) % $unsigned(iB);		
		OPNULL:
			oResult  <= ZERO;
		default:
			oResult  <= ZERO;
    endcase
end
endmodule
```

## ./run.sh

```bash
#!/bin/bash
# OpenROAD 26Q1-2900-gdf79404cd8, Yosys 0.63+post, stock flow scripts
make -C /OpenROAD-flow-scripts/flow DESIGN_CONFIG=/design/flow/config.mk WORK_HOME=/design/flow/orfs finish
```

==> flow.log <==
[report] extracting results
INFO  metric outcome = finished, final reports clean
INFO  metric synthSimpleGateAreaFrac = 18.31%
INFO  metric ratio_of_cells_with_drive_above_1_in_the_final_layout = 2.539%
INFO  metric drt_wl_total = 39,920 µm
INFO  metric timing.hold.worst_path_depth = 4
INFO  metric slew_violations = 0
INFO  metric count_of_clock_buffers_in_the_final_design = 0
INFO  metric fill_cells = 3,799
INFO  metric fraction_of_synthesized_area_in_multiplexers = 0%
INFO  metric grt_pass1_vias = 12.67k
INFO  metric floorplan.initialDensity = 40.80%
INFO  metric post_synth_fa_ha_maj_area_fraction = 61.68%
INFO  metric synth_cell_types = 39
INFO  metric path_class = input port to output pin
INFO  metric holdBufCountCts = 0
INFO  metric timing.max_cap.violations = 0
INFO  metric min_path_type = input port to output pin
INFO  metric setup_violations = 0
INFO  metric synth.comb.largest_family = adder cells
INFO  metric synth_compound_gate_area_share = 3.166%
INFO  metric timing.fmax = 73.50 MHz
INFO  metric place_inst = 2,376
INFO  metric post-cts-setup-buffer-count = 0
INFO  metric ys_cells = 1,805
INFO  metric antenna_found_initial = 4
INFO  metric slew_headroom = 37.79%
INFO  metric final_cell_mix = 444 x inv_1, 408 x fa_1, 334 x and2_1
INFO  metric drtIter0Drc = 361
INFO  metric postCtsResizedCells = 0
INFO  metric yosys.stat.chipArea = 0.01628 mm²
INFO  metric dpl.hpwl = 34,910 µm
INFO  metric cp_max_fo = 18
INFO  metric seq_cells = 0
INFO  metric gp_routability_congestion = 0.9037
INFO  metric worst_pin_slew = 0.9302 ns
INFO  metric final-instance-count-excl-fill = 2,378
INFO  metric ant_nets = 0
INFO  metric floorplan.rows = 73
INFO  metric final_core_util = 44.71%
INFO  metric final.min_clock_period = 13.61 ns
INFO  metric port_buffers = 96
INFO  metric startpoint_type = input port
INFO  metric finalHoldViolations = 0
INFO  metric drt-wirelength-per-cell = 16.79 µm
INFO  metric routed-via-count = 11.46k
INFO  metric core_area = 0.03991 mm²
INFO  metric post-route-drc-count = 0
INFO  metric synth_area_per_cell = 9.022 µm²
INFO  metric layout.cells.most_common = inv_1
INFO  metric worst_ep_arrival_time = 10.73 ns
INFO  metric drtPass1Iterations = 4
INFO  metric design.portCount = 96
INFO  metric grt_setup_unrepaired = no
INFO  metric crit_path_end_kind = output pin
INFO  metric synth-seq-area-share = 0%
INFO  metric gr-total-overflow = 0
INFO  metric flow.area_growth_from_synthesis = 9.597%
INFO  metric die_y = 203.8 µm
INFO  metric syn_area = 0.01628 mm²
INFO  metric timing.critical_path.required = 11.52 ns
INFO  metric timing.setup.tns = 0 ns
INFO  metric openroad.warnings = 32
INFO  metric detail_route.vias_per_cell = 4.818
INFO  metric total_die_area = 0.04152 mm²
INFO  metric combined_area_of_the_multi_input_logic_cells = 0.01430 mm²
INFO  metric syn_inst = 1,805
INFO  metric grt.total_usage = 22.25%
INFO  metric synth.yosys.warnings = 1
INFO  metric die-width = 203.8 µm
INFO  metric synth_xor_xnor_area_share = 4.625%
INFO  metric largest_net_degree_at_the_start_of_global_routing = 26
INFO  metric area.sequential = 0 µm²
INFO  metric post-route-period-util = 94.48%
INFO  metric grt_pass1_wl = 67,000 µm
worst max-delay path: stages:
cell	delay, ns
clkdlybuf4s50_1	1.07
buf_4	0.32
and2_1	0.16
fa_1	0.42
fa_1	0.49
inv_1	0.05
fa_1	0.46
fa_1	0.54
inv_1	0.05
fa_1	0.48
fa_1	0.56
fa_1	0.43
fa_1	0.44
ha_1	0.31
a21oi_1	0.13
o21ai_1	0.11
a211oi_1	0.24
o22ai_1	0.15
o41ai_2	0.45
nand2_1	0.09
a31oi_1	0.21
xnor2_1	0.15
clkdlybuf4s50_1	0.49
path summary, 6_finish.rpt:
check	end	slack, ns	from
setup / recovery	oResult[31]	0.79	iB[4]
hold / removal	oResult[0]	6.93	iB[0]
cell type report:
| cell class | count | share of cell area, % |
|---|---|---|
| antenna | 2 | 0.02804 |
| inverter | 444 | 9.338 |
| multi-input combinational | 1276 | 80.10 |
| tap | 525 | 3.681 |
| timing repair buffer | 131 | 6.856 |
Yosys cell counts (4+ instances only):
library cell | count | share of area, %
a21oi_1 | 21 | 0.65
nand2_1 | 201 | 4.6
and2_1 | 334 | 13
inv_1 | 444 | 10
nor3_1 | 5 | 0.15
clkbuf_1 | 82 | 1.9
nor2_1 | 5 | 0.12
a21o_1 | 11 | 0.51
fa_1 | 408 | 50
xnor2_1 | 69 | 3.7
nand2b_1 | 4 | 0.15
nand4_1 | 4 | 0.15
o21bai_1 | 6 | 0.28
ha_1 | 150 | 12
xor2_1 | 17 | 0.91
o21ai_1 | 8 | 0.25
stage by stage:
stage | setup slack (ns) | hold slack [ns] | instance area, µm²
detailed placement | 0.8335 | 6.934 | 17840
global route | 0.3545 | 6.993 | 17840
global placement | 0.8424 | 6.931 | 17840
finish | 0.7950 | 6.931 | 17850
CTS | 0.8141 | 6.934 | 17840
floorplan | 2.386 | 5.837 | 16280
metal layers:
metal | global-route usage (%) | vias up | part of all wire (%)
li1 | - | 5266 | -
met1 | 32.36 | 5800 | 42
met2 | 34.09 | 350 | 47
met3 | 8.686 | 34 | 9.7
met4 | 2.068 | 8 | 1.0
met5 | 1.548 | - | 0.30
cells by family after synthesis:
family,count (synthesis)
AND/OR/NAND/NOR,558
AND-OR/OR-AND,74
XOR/XNOR,86
buffers and inverters,529
adder cells (fa/ha/maj),558
